===== /design/flow/config.mk =====
export PLATFORM = sky130hd
export DESIGN_NAME = image_reshape
export DESIGN_NICKNAME = image_reshape
export VERILOG_FILES = /design/flow/design.v
export SDC_FILE = /design/flow/constraint.sdc
export NUM_CORES = 4
export LEC_CHECK = 1
export CORE_UTILIZATION = 40

===== /design/flow/constraint.sdc =====
current_design image_reshape

set clk_period 2.7
set clk_io_pct 0.2

create_clock -name clk0 -period $clk_period [get_ports {sys_clk}]

set non_clock_inputs [all_inputs -no_clocks]
set_input_delay [expr $clk_period * $clk_io_pct] -clock clk0 $non_clock_inputs
set_output_delay [expr $clk_period * $clk_io_pct] -clock clk0 [all_outputs]

===== /design/flow/design.v =====
module  image_reshape
(
    input   wire                    sys_clk         ,
    input   wire                    sys_rst_n       ,
    input   wire                    pi_data_valid   ,
    input   wire    signed  [15:0]  pi_data         ,
    output  reg                     po_data_valid   ,
    output  reg     signed  [15:0]  po_data             
);
parameter   COL_MAX = 10'd1023;
parameter   ROW_MAX = 10'd767;
reg     [9:0]       cnt_col;
reg     [9:0]       cnt_row;
always@(posedge sys_clk or negedge sys_rst_n)
    if(sys_rst_n == 1'b0)
        cnt_col <= 10'd0;
    else    if(pi_data_valid == 1'b1 && cnt_col == COL_MAX)
        cnt_col <= 10'd0;
    else    if(pi_data_valid == 1'b1)
        cnt_col <= cnt_col + 1'b1;
    else
        cnt_col <= cnt_col;
always@(posedge sys_clk or negedge sys_rst_n)
    if(sys_rst_n == 1'b0)
        cnt_row <= 10'd0;
    else    if(pi_data_valid == 1'b1 && cnt_col == COL_MAX && cnt_row == ROW_MAX)
        cnt_row <= 10'd0;
    else    if(pi_data_valid == 1'b1 && cnt_col == COL_MAX)
        cnt_row <= cnt_row + 1'b1;
    else
        cnt_row <= cnt_row;
always@(posedge sys_clk or negedge sys_rst_n)
    if(sys_rst_n == 1'b0)
        po_data_valid <= 1'b0;
    else    if((cnt_col >= 10'd304 && cnt_col <= 10'd719) && (cnt_row >= 176 && cnt_row <= 10'd592))
        po_data_valid <= 1'b1;
    else
        po_data_valid <= 1'b0;
always@(posedge sys_clk or negedge sys_rst_n)
    if(sys_rst_n == 1'b0)
        po_data <= 16'd0;
    else    if(po_data_valid == 1'b1)
        po_data <= pi_data;
    else
        po_data <= po_data;
endmodule

===== /design/flow/run.sh =====
#!/bin/bash
# OpenROAD 26Q1-2900-gdf79404cd8, Yosys 0.63+post, stock flow scripts
make -C /OpenROAD-flow-scripts/flow DESIGN_CONFIG=/design/flow/config.mk WORK_HOME=/design/flow/orfs finish

==> GITHUB_STEP_SUMMARY <==
### Flow metrics

| Metric | Value |
|---|---|
| Cell type contributing the most total cell area after synthesis | sky130_fd_sc_hd__dfrtp_1 |
| Highest metal layer with signal wires | met4 |
| Yosys cell count | 154 |
| Antenna cells | 0 |
| Arrival time of the worst setup path | approximately 2.3 ns |
| Flip-flop and latch count after synthesis | 37 |
| Mux area share | 0.120 |
| Wire length reported by the detailed router | 3.15 mm |
| Input/output buffers | 35 |
| Routed length on met3 | 296 um |
| Time the worst path needs with I/O delays and setup | just over 2 ns |
| Number of top-level pins | 36 |
| Leakage Power | between 1 and 1.5 nW |
| Post-place instance area | 2170 sq um |
| Effective utilization at floorplan | 0.429 |
| Sequential cell area fraction in the yosys report | 0.521 |
| Post-Syn Area | between 1500 and 2000 sq um |
| Remaining number of nets flagged by the antenna check after routing | 0 |
| Cell Pwr Density | 562 nW/um^2 |
| Count of unresolved DRC violations after routing | 0 |
| Post-Route M1 WL | 1.57 mm |
| Ao+oa area frac | 0.100 |
| WP data required | 2.93 ns |
| Top logic cell family in the synthesized netlist | simple AND/OR/NAND/NOR gates |
| Worst voltage drop across the vdd grid | 0.387 mV |
| Post-synthesis cell type with the largest instance count | sky130_fd_sc_hd__dfrtp_1 |
| Count of placed standard cells including taps | between 200 and 250 |
| H-tree lvl count | 2 |
| Max Clock Skew | between 0.005 and 0.006 ns |
| Number of warning messages in the yosys log | 1 |
| Log Warnings | 28 |
| Setup bufs post-CTS | 0 |
| Number of buffers created by CTS | 5 |
| Post-cts repair resize count | 0 |
| Number of antenna violations at the first check in global routing | 0 |
| Wire length of the first global-routing pass | 5.19 mm |
| Final Hold Fails | 0 |
| Leading cell types by count after synthesis | sky130_fd_sc_hd__dfrtp_1, sky130_fd_sc_hd__mux2_2, sky130_fd_sc_hd__nor2_1 |
| Maximum achievable frequency | 491 MHz |
| Via count of the first global-routing pass | roughly 1200 |
| Switching power | 0.000314 W |
| Status | complete, no violations |
| Synth-to-layout area growth | 29.1% |
| Clk ins delay skew pair | 0.29 ns |
| CTS tree | yes |
| Share of flip-flops with an asynchronous set or reset | 1.00 |
| Final Worst Setup Slack | 0.664 ns |
| Area inside the core boundary | 4140 sq um |
| Overall power after layout | 0.00129 W |
| Post-synth EDFFs | 0 |
| Final design area excluding fillers | 2290 sq um |
| Worst slack at placement | 0.363 ns |
| Aggregate negative setup slack | 0 ns |
| Predominant post-synthesis flop cell | sky130_fd_sc_hd__dfrtp_1 |
| Die height | 68.6 um |
| Detailed Route Iter0 Violations | 36 |
| Maximum fanout along the worst path | 11 |
| Average wire per cell in the routed design | about 13 um |
| Transition at the pin with the smallest max-transition slack | approximately 0.45 ns |
| Unrepaired setup endpoints after global routing | no |
| Xor and xnor fraction of the mapped netlist area | 0.0394 |
| Biggest area cells | sky130_fd_sc_hd__dfrtp_1, sky130_fd_sc_hd__mux2_2, sky130_fd_sc_hd__ha_1, sky130_fd_sc_hd__nor2_1, sky130_fd_sc_hd__a22o_1 |
| Via count | 1258 |
| Vias per std cell | 5.18 |
| CTS Hold Bufs | 0 |
| Share of total power in combinational logic | 0.105 |
| Switching share of power | 0.243 |
| Total length of routed met2 wires | 1.24 mm |
| All-Layer GR Usage | 0.150 |
| Average cell area after synthesis | around 12 sq um |
| Period utilization | 0.754 |
| Routability Congestion | 0.848 |
| Tightest slew margin relative to the limit | 0.700 |
| Fraction of layout instances using a drive strength above 1 | 0.176 |
| Pin count of the biggest net entering global routing | 38 |
| Adder-Cell Fraction of Synth Area | 0.0282 |
| Fraction of synthesized cell area taken by the top area cell type | 0.521 |
| Number of clock sinks seen by CTS | 37 |
| Path type of the worst min-delay path | reg2reg |
| Power share of the sequential group | 0.512 |
| Simple-gate share of the synthesized area | 0.159 |
| Max-cap viol count | 0 |
| Detailed placement HPWL | 2.20 mm |
| Die X | 68.6 um |
| Max Buffers Root-to-Sink | 2 |
| Internal | around 0.001 W |
| Reg clk slew, reported paths | 0.07 ns |
| Number of instances in the synthesized netlist | 154 |
| Area reported by Yosys stat | 1780 sq um |
| Endpoint type of the worst setup path | register |
| Initial DRT Pass Iterations | 4 |
| Die ar. | 4710 sq um |
| Number of different library cells in the post-synthesis netlist | 40 |
| # rows | 23 |
| Type of the setup path with the least slack | in2reg |
| Part of the power in the clock network | 0.383 |
| Congestion Overflow GR | 0 |
| CP startpoint kind | input port |
| Fin cells | approximately 240 |
| Root buffer cell | sky130_fd_sc_hd__clkbuf_8 |
| Number of setup violations in the final report | 0 |
| Number of max-slew violations in the final report | 0 |
==> layout by cell type, fill, tap and decap left out, types with 5 or more instances in the layout <==
cell | synthesis | layout
sky130_fd_sc_hd__inv_1 | 7 | 7
sky130_fd_sc_hd__clkbuf_8 | 0 | 6
sky130_fd_sc_hd__clkdlybuf4s50_1 | 0 | 35
sky130_fd_sc_hd__nor2_1 | 11 | 11
sky130_fd_sc_hd__nand2_1 | 9 | 9
sky130_fd_sc_hd__a21oi_1 | 5 | 5
sky130_fd_sc_hd__mux2_2 | 18 | 18
sky130_fd_sc_hd__dfrtp_1 | 37 | 37
sky130_fd_sc_hd__nand3_1 | 6 | 6
==> power groups by stage <==
stage	sequential [W]	combinational, W	clock [W]
after CTS	0.000657	0.000139	0.000509
after global routing	0.000669	0.000156	0.000538
final	0.000660	0.000136	0.000493
==> metal layers <==
layer | track usage | up-vias
li1 | - | 623
met1 | 0.227 | 577
met2 | 0.233 | 51
met3 | 0.0333 | 7
met4 | 0.0208 | 0
met5 | 0 | -
==> stage by stage <==
stage	hold WS, ns	util
after floorplan	0.244	-
after global placement	0.489	0.524
after detailed placement	0.495	0.524
after CTS	0.512	0.553
after global routing	0.524	0.553
final	0.506	0.553
==> registers in the layout (all words and copies together) (netlist names) <==
signal and flops:
cnt_col 10, cnt_row 10, po_data 16, po_data_valid 1
==> cell type report <==
cell class,instances,area [sq um]
Clock buffer,6,82.6
Multi-Input combinational cell,104,793
Sequential cell,37,926
Tap cell,50,62.6
Timing Repair Buffer,37,365
Inverter,7,26.3
Clock inverter,2,37.5
Fill cell,345,1850
==> cell families (layout without fill, tap and decap cells) <==
family          Yosys count  after routing
compound gates           25             25
mux                      19             19
fa+ha+maj                 4              4
flops                    37             37
buf+inv                  13             52
xor+xnor                  8              8
simple gates             48             48
==> worst max-delay path, stage by stage <==
cell and delay [ns]:
sky130_fd_sc_hd__clkdlybuf4s50_1 0.61, sky130_fd_sc_hd__and3_1 0.23, sky130_fd_sc_hd__nand3_2 0.22, sky130_fd_sc_hd__or4_1 0.57, sky130_fd_sc_hd__nand3_1 0.09
==> final timing paths <==
| kind | from | to | slack, ns | cells past startpoint |
|---|---|---|---|---|
| min | po_data[12] | po_data[12] | 0.51 | 1 |
| max in group asynchronous | sys_rst_n | cnt_col[2] | 1.70 | 2 |
| min in group asynchronous | sys_rst_n | po_data[4] | 0.67 | 2 |
| max | pi_data_valid | cnt_row[9] | 0.66 | 5 |
| min reg2reg | po_data[12] | po_data[12] | 0.51 | 1 |
| max reg2reg | cnt_col[0] | cnt_row[9] | 0.95 | 5 |
Power is estimated from default activity; no workload was simulated.
